**/design/flow/run.sh**
```bash
#!/bin/bash
# OpenROAD 26Q1-2900-gdf79404cd8, Yosys 0.63+post, stock flow scripts
make -C /OpenROAD-flow-scripts/flow DESIGN_CONFIG=/design/flow/config.mk WORK_HOME=/design/flow/orfs finish
```
**/design/flow/config.mk**
```make
export PLATFORM = sky130hd
export DESIGN_NAME = decode
export DESIGN_NICKNAME = decode
export VERILOG_FILES = /design/flow/design.v
export SDC_FILE = /design/flow/constraint.sdc
export NUM_CORES = 4
export LEC_CHECK = 1
export CORE_UTILIZATION = 30
```
**/design/flow/constraint.sdc**
```tcl
current_design decode

set clk_period 42.1
set clk_io_pct 0.2

create_clock -name clk0 -period $clk_period [get_ports {clk_i}]

set non_clock_inputs [all_inputs -no_clocks]
set_input_delay [expr $clk_period * $clk_io_pct] -clock clk0 $non_clock_inputs
set_output_delay [expr $clk_period * $clk_io_pct] -clock clk0 [all_outputs]
```
**/design/flow/design.v**
```verilog
module decode(
	input wire clk_i,
	input wire rst_n_i,  
	input wire [3:0] icode_i,
	input wire [3:0] rA_i,
	input wire [3:0] rB_i,
	input wire[63:0] valM_i, 
	input wire[63:0] valE_i,
	input wire Cnd_i, 
	output wire [63:0] valA_o,
	output wire [63:0] valB_o	
);
	reg [63:0] regfile[14:0];
	reg [3:0] srcA,srcB;
	reg [3:0] dstE,dstM;
	always @(*) begin
		case(icode_i)
			4'H0 : begin
				srcA = 4'HF;
				srcB = 4'HF;
				dstE = 4'HF;
				dstM = 4'HF;
				end
			4'H1 :begin
				srcA = 4'HF;
				srcB = 4'HF;
				dstE = 4'HF;
				dstM = 4'HF;
			end
			4'H2 :begin
				srcA = rA_i;
				srcB = 4'HF;
				if(Cnd_i)begin
					dstE = rB_i;
				end
				dstM = 4'HF;
			end
			4'H2 :begin
				srcA = rA_i;
				srcB = 4'HF;
				dstE = rB_i;
				dstM = 4'HF;
			end
			4'H3 :begin
				srcA = 4'HF;
				srcB = 4'HF;
				dstE = rB_i;
				dstM = 4'HF;
			end
			4'H4 :begin
				srcA = rA_i;
				srcB = rB_i;
				dstE = 4'HF;
				dstM = 4'HF;
			end
			4'H5 :begin
				srcA = 4'HF;
				srcB = rB_i;
				dstE = 4'HF;
				dstM = rA_i;
			end
			4'H6 :begin
				srcA = rA_i;
				srcB = rB_i;
				dstE = rB_i;
				dstM = 4'HF;
			end
			4'H7 :begin
				srcA = 4'HF;
				srcB = 4'HF;
				dstE = 4'HF;
				dstM = 4'HF;
			end
			4'H8 :begin
				srcA = 4'HF;
				srcB = 4'H4; 
				dstE = 4'H4;
				dstM = 4'HF;
			end
			4'H9 :begin
				srcA = 4'H4; 
				srcB = 4'H4; 
				dstE = 4'H4;
				dstM = 4'HF;
			end
			4'HA :begin
				srcA = rA_i;
				srcB = 4'H4; 
				dstE = 4'H4;
				dstM = 4'HF;
			end
			4'HB:begin
				srcA = 4'H4;
				srcB = 4'H4; 
				dstE = 4'H4;
				dstM = rA_i;
			end
			default: begin
				srcA = 4'HF;
				srcB = 4'HF;
				dstE = 4'HF;
				dstM = 4'HF;
			end
		endcase
	end
	assign valA_o = (srcA == 4'HF)?64'b0 : regfile[srcA];
	assign valB_o = (srcB == 4'HF)?64'b0 : regfile[srcB];
	always @(posedge clk_i) begin
		if(~rst_n_i) begin
				regfile[0] <= 64'd0;
				regfile[1] <= 64'd1;
				regfile[2] <= 64'd2;
				regfile[3] <= 64'd3;
				regfile[4] <= 64'd4;
				regfile[5] <= 64'd5;
				regfile[6] <= 64'd6;
				regfile[7] <= 64'd7;
				regfile[8] <= 64'd8;
				regfile[9] <= 64'd9;
				regfile[10] <= 64'd10;
				regfile[11] <= 64'd11;
				regfile[12] <= 64'd12;
				regfile[13] <= 64'd13;
				regfile[14] <= 64'd14;
		end 
		else begin
			if(dstE != 4'HF) begin
				regfile[dstE] <= valE_i;
			end
			if(dstM != 4'HF) begin
				regfile[dstM] <= valM_i;
			end
		end
	end
	initial begin
			regfile[0] = 64'd0;
			regfile[1] = 64'd1;
			regfile[2] = 64'd2;
			regfile[3] = 64'd3;
			regfile[4] = 64'd4;
			regfile[5] = 64'd5;
			regfile[6] = 64'd6;
			regfile[7] = 64'd7;
			regfile[8] = 64'd8;
			regfile[9] = 64'd9;
			regfile[10] = 64'd10;
			regfile[11] = 64'd11;
			regfile[12] = 64'd12;
			regfile[13] = 64'd13;
			regfile[14] = 64'd14;
			end
endmodule
```
==> results.ini <==
[place]
dpl_worst_slack_ns = 19.84
detailed_place.area_um2 = 67300
place.port_buffers = 270
gpl.final_weighted_congestion = 0.963
detailed_place_hpwl_um = 159000

[grt]
globalRoute.totalOverflow = 0
grt_max_degree = 130
initial_antenna_violation_count = 47
grt_usage_pct = 27.0
grt_pass1_vias = 56900
grt_first_pass_wirelength_um = 395000

[outcome]
outcome = completed

[final_timing]
worst_pin_slew_ns = 1.32
timing.setup.tns_ns = 0
finalCriticalPeriod_ns = 22.34
number_of_unconstrained_endpoints = 4
postLayoutSetupSlackWorst_ns = 19.76
slew_violations = 0
final_hold_violation_count = 0
grt_setup_unrepaired = false
max-slew-margin-rel_pct = 9.63
timing.fmax_mhz = 44.8
fin_crit_sh_pct = 53.1
setup_viol = 0
unclocked_regs = 4

[clock_tree]
cts_setup_buffers = 0
cts.path.max_buffers = 3
holdBufCountCts = 0
cts_made_buffers = 112
cts_resized = 0
clk_pin_slew_ns = 0.06
tritoncts = yes
cts_htree_levels = 3
ctsRootBufferMaster = sky130_fd_sc_hd__clkbuf_16

[detailed_routing]
drc = 0
met2WireLength_um = 117000
wl_met3_um = 48000
m1WireLength_um = 93800
via_total_after_detailed_routing = 58300
route.top_layer_used = met5
drt-pass1-iter-count = 8
routed_wire_length_um = 277000
routedWlPerCell_um = 27.6
final_antenna_net_count = 0
post_dr_vias_cell = 5.82
drt-initial-drc-count = 5748

[die]
floorplan.die_area_um2 = 210000
boundaryPins = 271
row_count = 167
placeableCoreArea_um2 = 207000
fp.dieW_um = 459
die_y_extent_um = 459
fp_util_pct = 30.2

[final_layout]
synthToLayoutAreaGrowth_pct = 13.4
final_cell_mix = sky130_fd_sc_hd__nand2_1, sky130_fd_sc_hd__o21ai_0, sky130_fd_sc_hd__edfxtp_1, sky130_fd_sc_hd__clkdlybuf4s50_1, sky130_fd_sc_hd__nand3_1
postLayoutCellArea_um2 = 71000
layout-drive-gt1-share_pct = 5.70
final_common_cell = sky130_fd_sc_hd__nand2_1

[run]
drv_cap = 0
stage_log_warnings = 53

[yosys]
synth_top_flop_cell = sky130_fd_sc_hd__edfxtp_1
top_area_share_pct = 49.2
ys_area_um2 = 62600
largest_area_cell = sky130_fd_sc_hd__edfxtp_1
synth_cell_types = 66
asyncSetResetFlopFracSynth_pct = 0
synth_stat.cells = 7340
top_cells_by_area = sky130_fd_sc_hd__edfxtp_1, sky130_fd_sc_hd__nand2_1, sky130_fd_sc_hd__o21ai_0
synthesis.yosys.warnings = 1
synth_area_um2 = 62600
number_of_synthesized_flops_with_an_enable_pin = 1024
synthCells = 7340
postSynthRegisterBits = 1028
syn_avg_cell_area_um2 = 8.52

[setup_path]
crit_path_start_kind = primary input
crit_top_cell = sky130_fd_sc_hd__buf_4
worst-setup-path-type = in2out
cp.arrival_ns = 13.92
timing.critical_path.cells = clkdlybuf4s50_1 > nand2b_1 > o31ai_4 > buf_4 > buf_4 > buf_12 > o221ai_1 > nand2_1 > nor2_1 > o32ai_1 > buf_4 > clkdlybuf4s50_1
crit_required_ns = 33.68
critical-path-max-stage-delay_ns = 0.99
crit_path_max_fanout = 114
critical-path-slowest-cell = sky130_fd_sc_hd__clkdlybuf4s50_1
worstSetupEndpointType = output port

[power]
power.static_leakage_nw = 22.7
power.density_cell_area_nw_per_um2 = 35.7
vdd_ir_drop_max_mv = 0.0347
report.power.total_mw = 2.54

[worst_hold_path]
hold_path_class = in2reg

==> report_power, final <==
group          internal, mW  switching (mW)
sequential             1.16          0.0203
clock                 0.554           0.431
combinational         0.122           0.249
==> metal layers <==
layer	track usage [%]	vias to the layer above
li1	-	25800
met4	14.0	44
met2	38.1	4694
met3	17.7	953
met5	0.528	-
met1	31.3	26800
==> cells in the mapped netlist, types with 62 or more instances <==
cell type and n:
sky130_fd_sc_hd__buf_2 190, sky130_fd_sc_hd__a221oi_1 124, sky130_fd_sc_hd__nor3_1 96, sky130_fd_sc_hd__edfxtp_1 1024
sky130_fd_sc_hd__nand2_1 2394, sky130_fd_sc_hd__nor2_1 157, sky130_fd_sc_hd__mux2i_1 200, sky130_fd_sc_hd__and3_1 64
sky130_fd_sc_hd__o21ai_0 1095, sky130_fd_sc_hd__clkbuf_1 572, sky130_fd_sc_hd__a22oi_1 194, sky130_fd_sc_hd__a21oi_1 222
sky130_fd_sc_hd__o22ai_1 131, sky130_fd_sc_hd__o32a_1 62, sky130_fd_sc_hd__a22o_1 124, sky130_fd_sc_hd__nand3_1 255
sky130_fd_sc_hd__a2111oi_0 62
==> critical path: cells and delay by family <==
| kind | cells | cell delay (ns) |
|---|---|---|
| AND-OR/OR-AND | 3 | 1.40 |
| buffers and inverters | 6 | 3.42 |
| AND/OR/NAND/NOR | 3 | 0.60 |
==> final cells by class <==
type,count,area [µm²]
sequential,1028,30800
timing repair buffer,456,4280
fill,20200,136000
multi-input combinational,5513,28700
clock buffer,141,2950
inverter,7,26.3
tap,2788,3490
antenna,26,65.1
clock inverter,66,583
==> registers in the layout (all words and copies together) (netlist names) <==
register / cells
dstE: 4
regfile: 1024
==> through the flow <==
step	hold slack, ns	std cells	util, %
finish	8.60	10000	34.3
global route	8.63	10000	34.3
CTS	8.56	9998	34.2
detailed placement	9.36	9791	32.5
global placement	9.35	9791	32.5
floorplan	8.59	7403	-
==> cell families after synthesis <==
group | Yosys count | synth area share (%)
compound gates | 2211 | 21.9
buf+inv | 862 | 5.98
flops | 1024 | 49.2
latches | 4 | 0.0960
mux | 203 | 3.25
other cells | 1 | 0.00599
simple gates | 3035 | 19.6
==> path summary, 6_finish.rpt <==
path	startpoint	end	slack (ns)	depth (start not counted)
hold / removal	valM_i[3]	regfile[4][3]	8.60	3
setup / recovery	icode_i[2]	valB_o[62]	19.76	12
