==> design.v <==
module fetch(
   input wire [63:0] PC_i,
   output wire [3:0] icode_o,
   output wire[3:0] ifun_o,
   output wire[3:0] rA_o,
   output wire[3:0] rB_o,
   output wire[63:0] valC_o,
   output wire[63:0] valP_o,
   output wire instr_valid_o,
   output wire imem_error_o
);
   reg[7:0]  instr_mem[0:1023];
   wire[79:0] instr;
   wire     need_regids;
   wire     need_valC;
   assign imem_error_o = (PC_i > 1023);
   assign instr={
   instr_mem[PC_i + 9],instr_mem[PC_i + 8],instr_mem[PC_i + 7],
   instr_mem[PC_i + 6],instr_mem[PC_i + 5],instr_mem[PC_i + 4],
   instr_mem[PC_i + 3],instr_mem[PC_i + 2],instr_mem[PC_i + 1],
   instr_mem[PC_i + 0]
};
initial begin
    instr_mem[0] = 8'ha0;
    instr_mem[1] = 8'h2f;
    instr_mem[2] = 8'h08;
    instr_mem[3] = 8'h00;
    instr_mem[4] = 8'h00;
    instr_mem[5] = 8'h00;
    instr_mem[6] = 8'h00;
    instr_mem[7] = 8'h00;
    instr_mem[8] = 8'h00;
    instr_mem[9] = 8'h00;
    instr_mem[10] = 8'hb0;
    instr_mem[11] = 8'h4f;
    instr_mem[12] = 8'h15;
    instr_mem[13] = 8'h00;
    instr_mem[14] = 8'h00;
    instr_mem[15] = 8'h00;
    instr_mem[16] = 8'h00;
    instr_mem[17] = 8'h00;
    instr_mem[18] = 8'h00;
    instr_mem[19] = 8'h00;
    instr_mem[20] = 8'h60;
    instr_mem[21] = 8'h28;
    instr_mem[22] = 8'h08;
    instr_mem[23] = 8'h00;
    instr_mem[24] = 8'h00;
    instr_mem[25] = 8'h00;
    instr_mem[26] = 8'h00;
    instr_mem[27] = 8'h00;
    instr_mem[28] = 8'h00;
    instr_mem[29] = 8'h00;
    instr_mem[30] = 8'h61;
    instr_mem[31] = 8'h43;
    instr_mem[32] = 8'h15;
    instr_mem[33] = 8'h00;
    instr_mem[34] = 8'h00;
    instr_mem[35] = 8'h00;
    instr_mem[16] = 8'h00;
    instr_mem[17] = 8'h00;
    instr_mem[18] = 8'h00;
    instr_mem[19] = 8'h00;
    instr_mem[20] = 8'h62;
    instr_mem[21] = 8'h65;
    instr_mem[22] = 8'h12;
    instr_mem[23] = 8'h00;
    instr_mem[24] = 8'h00;
    instr_mem[25] = 8'h00;
    instr_mem[26] = 8'h00;
    instr_mem[27] = 8'h00;
    instr_mem[28] = 8'h00;
    instr_mem[29] = 8'h00;
    instr_mem[30] = 8'h30;
    instr_mem[31] = 8'hf8;
    instr_mem[32] = 8'h08;
    instr_mem[33] = 8'h00;
    instr_mem[34] = 8'h00;
    instr_mem[35] = 8'h00;
    instr_mem[36] = 8'h00;
    instr_mem[37] = 8'h00;
    instr_mem[38] = 8'h00;
    instr_mem[39] = 8'h00;
    instr_mem[40] = 8'h22;
    instr_mem[41] = 8'h25;
    instr_mem[42] = 8'h12;
    instr_mem[43] = 8'h00;
    instr_mem[44] = 8'h00;
    instr_mem[45] = 8'h00;
    instr_mem[46] = 8'h00;
    instr_mem[47] = 8'h00;
    instr_mem[48] = 8'h00;
    instr_mem[49] = 8'h00;
end
assign icode_o = instr[7:4];
assign ifun_o  = instr[3:0];
assign instr_valid_o = (icode_o < 4'hC);
assign need_regids = (icode_o == 4'H2)||(icode_o == 4'H3)||
(icode_o == 4'H4)||(icode_o == 4'H5)||
(icode_o == 4'H6)||(icode_o == 4'HA)||
(icode_o == 4'HB);
assign need_valC = (icode_o == 4'H3)||
(icode_o == 4'H4)||(icode_o == 4'H5)||
(icode_o == 4'H7)||(icode_o == 4'H8);
assign rA_o = need_regids?instr[15:12] : 4'hF;
assign rB_o = need_regids?instr[11:8] : 4'hF;
assign valC_o = need_regids ? instr[79:16] : instr[71:8];
assign valP_o = PC_i + 1 + 8*need_valC + need_regids;
endmodule
==> run.sh <==
#!/bin/bash
# OpenROAD 26Q1-2900-gdf79404cd8, Yosys 0.63+post, stock flow scripts
make -C /OpenROAD-flow-scripts/flow DESIGN_CONFIG=/design/flow/config.mk WORK_HOME=/design/flow/orfs finish
==> config.mk <==
export PLATFORM = sky130hd
export DESIGN_NAME = fetch
export DESIGN_NICKNAME = fetch
export VERILOG_FILES = /design/flow/design.v
export SDC_FILE = /design/flow/constraint.sdc
export NUM_CORES = 4
export LEC_CHECK = 1
export CORE_AREA = 10 10 144 144
export DIE_AREA = 0 0 154 154
export SYNTH_MEMORY_MAX_BITS = 65536
==> constraint.sdc <==
current_design fetch

set clk_period 12.6
set clk_io_pct 0.2

create_clock -name clk0 -period $clk_period

set non_clock_inputs [all_inputs -no_clocks]
set_input_delay [expr $clk_period * $clk_io_pct] -clock clk0 $non_clock_inputs
set_output_delay [expr $clk_period * $clk_io_pct] -clock clk0 [all_outputs]
==> run summary <==
run metrics: post-synthesis sequential area ratio 0%, Starting Density 41.44%, layout cells sized above 1 5.100%, Unique masters post-synth 80, Die X 154 um, slew margin rel. 37.80%, Total GRT Usage 26.94%, syn_area_per_cell 6.271 um^2, DR DRC count 0, fin. max-slew vios 0, Psw 0.0001962 W, num rows 48, clock buf count 0, Int Pwr 0.0001655 W, CP endpoint kind output pin, final setup TNS 0 ns, Dominant cell area share 12.45%, Worst Tran Pin Value 0.9264 ns, post-CTS sizing 0, wire length per cell 22.43 um, drt pass-1 iters 7, top-count cell post-synth nand2_1, routed wire length 34.06 mm, tool warnings 52, critical path's slowest cell ha_1, leakage power 3.107 nW, pre-CTS WS 0.7161 ns, flip-flops 0, buffers and inverters on the worst path 3, # Cells Yosys 1,155, status finished clean, Final Cycle Share 95.92%, synthesized instance count 1,155, hold depth 4, antenna viol nets, final 0, first-pass GRT wire length 52.05 mm, hold buffer count at CTS 0, CP peak stage delay 0.80 ns, worst min-delay path class in -> out, Iteration-0 DRC Markers 688, Logic pwr share 100.0%, most used cell, CP ha_1, max cap viols 0, DIE AREA 23,720 um^2, mapped cell area 7243 um^2, PwrDens 38.55 nW/um^2, critical path class in -> out, Critical Path AT 9.57 ns, hold_sp PC_i[63], Setup crit start kind primary input, P&R area growth vs syn 29.52%, IO Pins 210, Yosys Chip Area 7243 um^2, final setup fails 0, antenna violations before repair 0, Sw Ratio 54.25%, CP max FO 36, gr ovfl total 0, Die Ht 154 um, Top cells by area xnor2_1, nand2_1, mux2i_1, f_max 82.74 MHz, crit-path leading delay family simple AND/OR/NAND/NOR gates, final setup margin 0.5146 ns, Synth area leader xnor2_1, GPL Wtd Cong 1.014, Reg area 0 um^2, Setup Fix Bufs, Post-CTS 0, Flop pwr share 0%, vias 9,417, unrepaired setup endpoints after global routing no, DPL Wire Length 27.60 mm, crit path time final 12.09 ns, Hold WS 6.159 ns, largest net degree at the start of global routing 56, clock network fraction of total power 0%, Core Region 17,480 um^2, ANT cells 0, Synth top cells by count nand2_1, nor2_1, xnor2_1, critical path, cell by cell clkdlybuf4s50_1 > ha_1 > ha_1 > nor2b_1 > o21ai_0 > a21oi_1 > o21ai_4 > inv_2 > ha_1 > nand2_1 > nor3b_1 > o21ai_1 > nor2_1 > nor4b_1 > nand2_1 > nor4_4 > or4b_1 > xnor2_1 > clkdlybuf4s50_1, Hold Path Sink valP_o[63], Peak supply drop 0.02122 mV, Final Hold Fails 0, vias in the first global route 8,519, Syn. warnings 1, PortBufs 210, total power 0.0003616 W, CP required 10.08 ns, post-DR vias/cell 6.199
kinds of logic (layout without fill, tap and decap cells):
logic type	after synthesis	in the layout	share of synthesized area [%]
muxes	49	49	6.996
and+or+nand+nor	553	553	40.70
adders and majority gates	32	32	5.459
xor gates and xnor gates	140	140	17.03
AOI/OAI and AO/OA	267	267	22.96
buffers and inverters	114	253	6.858
tightest hold or removal path: stages:
cell	delay [ns]
clkdlybuf4s50_1	0.44
xnor2_1	0.16
xnor2_1	0.12
clkdlybuf4s50_1	0.40
metal layers:
metal,vias up,part of all wire (%),wire length [um],global-route usage [%]
li1,4525,-,-,-
met1,4324,42,14380,37.46
met2,516,46,15730,43.30
met3,52,9.0,3058,3.706
met4,0,2.6,888,5.803
met5,-,0,0,0
cells in the final DEF, fill, tap and decap left out, types with 8 or more instances in the layout:
cell type and count:
clkdlybuf4s50_1 210, nand2_1 134, nor2_1 111, xnor2_1 103, a21oi_1 88, o21ai_0 64
nand3_1 49, nand4_1 47, nor3_1 47, mux2i_1 45, nor4_1 41, xor2_1 36
ha_1 30, buf_4 21, nor2b_1 17, and3_1 17, inv_1 16, o22ai_1 16
a31oi_1 14, nand2b_1 11, or2_2 9, nor3b_1 8, and2_1 8, a22oi_1 8
nand3b_1 8
worst max path at each step:
| stage | start | to | slack, ns | cells past startpoint |
|---|---|---|---|---|
| after global routing | PC_i[1] | valP_o[63] | 0.15 | 19 |
| after CTS | PC_i[1] | valP_o[63] | 0.71 | 19 |
| final | PC_i[1] | valP_o[63] | 0.51 | 19 |
stage by stage:
stage | utilization (%) | instances | instance area (um^2)
floorplan | - | 1155 | 7243
global placement | 53.68 | 1519 | 9382
detailed placement | 53.68 | 1519 | 9382
CTS | 53.68 | 1519 | 9382
global route | 53.68 | 1519 | 9382
finish | 53.68 | 1519 | 9382
area by class of cell:
cell class	count	area, um^2
fill	1719	8095
multi-input combinational	1041	6758
timing repair buffer	231	2260
tap	225	281.5
inverter	22	82.58
power by group through the flow:
stage	registers, W	logic [W]	clock network [W]
CTS	0	0.000358	0
finish	0	0.000362	0
global route	0	0.000390	0
Power and IR drop assume default switching activity.
